[flow/run.sh]
#!/bin/bash
# OpenROAD 26Q1-2900-gdf79404cd8, Yosys 0.63+post, stock flow scripts
make -C /OpenROAD-flow-scripts/flow DESIGN_CONFIG=/design/flow/config.mk WORK_HOME=/design/flow/orfs finish
[flow/design.v]
module boreal_watchdog #(
    parameter CLK_FREQ = 100_000_000,
    parameter TIMEOUT_MS = 200
)(
    input  wire        clk,
    input  wire        rst_n,
    input  wire [31:0] s_axi_awaddr,
    input  wire        s_axi_awvalid,
    output reg         s_axi_awready,
    input  wire [31:0] s_axi_wdata,
    input  wire [3:0]  s_axi_wstrb,
    input  wire        s_axi_wvalid,
    output reg         s_axi_wready,
    output reg  [1:0]  s_axi_bresp,
    output reg         s_axi_bvalid,
    input  wire        s_axi_bready,
    input  wire [31:0] s_axi_araddr,
    input  wire        s_axi_arvalid,
    output reg         s_axi_arready,
    output reg  [31:0] s_axi_rdata,
    output reg  [1:0]  s_axi_rresp,
    output reg         s_axi_rvalid,
    input  wire        s_axi_rready,
    input  wire [7:0]  fw_act,
    input  wire [15:0] fw_val,
    output reg  [7:0]  hw_act,
    output reg  [15:0] hw_val,
    output wire [31:0] dbg_timer,
    output wire        dbg_safe_state
);
    localparam MAX_CYCLES = 10;
    reg [31:0] timer = 0;
    reg        safe_state = 1'b1;
    reg        force_safe = 1'b0;
    assign dbg_timer = timer;
    assign dbg_safe_state = safe_state;
    always @(posedge clk or negedge rst_n) begin
        if (!rst_n) begin
            s_axi_awready <= 1'b1;
            s_axi_wready  <= 1'b1;
            s_axi_bvalid  <= 1'b0;
            s_axi_bresp   <= 2'b00;
            s_axi_arready <= 1'b1;
            s_axi_rvalid  <= 1'b0;
            s_axi_rdata   <= 32'b0;
            s_axi_rresp   <= 2'b00;
            timer <= 0;
            safe_state <= 1'b1;
            force_safe <= 1'b0;
        end else begin
            if (s_axi_awvalid && s_axi_wvalid && s_axi_awready && s_axi_wready) begin
                s_axi_awready <= 1'b0;
                s_axi_wready  <= 1'b0;
                s_axi_bvalid  <= 1'b1;
                if (s_axi_awaddr[7:0] == 8'h08) begin
                    force_safe <= s_axi_wdata[0];
                end
            end else begin
                s_axi_awready <= 1'b1;
                s_axi_wready  <= 1'b1;
                if (s_axi_bvalid && s_axi_bready) s_axi_bvalid <= 1'b0;
            end
            if (s_axi_awvalid && s_axi_wvalid && s_axi_awready && s_axi_wready && 
                s_axi_awaddr[7:0] == 8'h04 && s_axi_wdata == 32'h1CEB00DA) begin
                timer <= 0;
                safe_state <= force_safe;
            end else if (s_axi_awvalid && s_axi_wvalid && s_axi_awready && s_axi_wready && 
                         s_axi_awaddr[7:0] == 8'h08 && s_axi_wdata[0]) begin
                safe_state <= 1'b1;
            end else begin
                if (timer < MAX_CYCLES && !safe_state) begin
                    timer <= timer + 1;
                end else if (!safe_state) begin
                    safe_state <= 1'b1;
                end
            end
            if (s_axi_arvalid && s_axi_arready) begin
                s_axi_arready <= 1'b0;
                s_axi_rvalid  <= 1'b1;
                case (s_axi_araddr[7:0])
                    8'h00: s_axi_rdata <= {30'b0, force_safe, safe_state};
                    8'h0C: s_axi_rdata <= timer;
                    default: s_axi_rdata <= 32'hDEADBEEF;
                endcase
            end else if (s_axi_rvalid && s_axi_rready) begin
                s_axi_rvalid <= 1'b0;
                s_axi_arready <= 1'b1;
            end
        end
    end
    always @(*) begin
        if (safe_state) begin
            hw_act = 8'd1;   
            hw_val = 16'd1;  
        end else begin
            hw_act = fw_act;
            hw_val = fw_val;
        end
    end
endmodule
[flow/constraint.sdc]
current_design boreal_watchdog

set clk_period 3.0
set clk_io_pct 0.2

create_clock -name clk0 -period $clk_period [get_ports {clk}]

set non_clock_inputs [all_inputs -no_clocks]
set_input_delay [expr $clk_period * $clk_io_pct] -clock clk0 $non_clock_inputs
set_output_delay [expr $clk_period * $clk_io_pct] -clock clk0 [all_outputs]
[flow/config.mk]
export PLATFORM = sky130hd
export DESIGN_NAME = boreal_watchdog
export DESIGN_NICKNAME = boreal_watchdog
export VERILOG_FILES = /design/flow/design.v
export SDC_FILE = /design/flow/constraint.sdc
export NUM_CORES = 4
export LEC_CHECK = 1
export CORE_AREA = 10 10 157 157
export DIE_AREA = 0 0 167 167
==> flow_metrics.tcl <==
# implementation run metrics
set metrics [dict create \
    drv_cap 0 \
    grt_usage_pct 8.518 \
    design.core.area_mm2 0.02115 \
    combGateArea_mm2 0.001200 \
    clock-sinks 70 \
    max_freq_mhz 371.9 \
    ys_types 35 \
    status "finished, final reports clean" \
    yosys_cells 306 \
    avgSynthCellArea_um2 10.02 \
    tightest_slew_ps 708.2 \
    row_count 53 \
    yosysTopAreaCellShare_pct 54.67 \
    yosys.stat.seqShare_pct 57.24 \
    nFillCells 2283 \
    die_x_um 167 \
    cts_tree "built" \
    grt_first_pass_wirelength_um 18740 \
    worstSkewPairLatency_ps 330 \
    yosys.area.top_type "dfrtp_1" \
    synthToLayoutAreaGrowth_pct 78.13 \
    dr.first_iter.drc_count 116 \
    crit_type "input port to flop" \
    antenna_found_initial 0 \
    portBuffers 172 \
    timing.slew.headroom_pct 52.78 \
    slew_violations 0 \
    fin_cells 762 \
    grt_setup_unrepaired "false" \
    yosys-stat-area_mm2 0.003067 \
    fin_crit_ps 2689 \
    cts_setup_buffers 0 \
    grt_pass1_vias 3145 \
    cts_hold_buf 0 \
    grt_max_degree 54 \
    cts_resized 0 \
    floorplan.core_util_pct 14.50 \
    worstHoldPathType "input port to asynchronous set/reset pin" \
    power-per-cell-area_mw_per_mm2 572.2 \
    edf_count 0 \
    ios 229 \
    cts-root-buf "clkbuf_16" \
    layout-drive-gt1-share_pct 8.008 \
    regArea_mm2 0.001755 \
    p_leak_nw 2.291 \
    cp_max_fo 7 \
    synthesis.instances 306 \
    drc 0 \
    die_h_um 167 \
    crit_path_end_kind "flop" \
    numCtsBuffers 9 \
    post-place-cells 746 \
    dpl.hpwl_um 9513 \
    top_cells_by_count "67 x dfrtp_1, 58 x o21ai_0, 45 x nand2_1" \
    yosysMostFrequentCell "dfrtp_1" \
    required_ps 3210 \
    critPathTopFamily "simple AND/OR/NAND/NOR gates" \
    ir_drop_mv 0.2434 \
    antenna_left 0 \
    area_leaders "dfrtp_1 55%, o21ai_0 9.5%, nor2b_1 8.6%" \
    firstDrtPassIters 4 \
    cp-start-kind "input port" \
    synth-seq-cells 70 \
    gp_congestion 0.7628 \
    async_flop_share_pct 100.0 \
    dieArea_mm2 0.02789 \
    cpMaxStageDelayCell "or4_1" \
    diodes 0 \
    grt_overflow_total 0 \
    vias_per_cell 3.735 \
    critPathArrivalTime_ps 2900 \
    cts_buffer_depth 2 \
    setup_viol_count_final 0 \
    path_cells "clkdlybuf4s50_1, or4_1, or4_4, or3_1, nor3b_1, mux2_2" \
    finalCritPeriodShare_pct 89.63 \
    ys_warn_count 1 \
    fin_skew_ps 9.097 \
    setup_tns_ps 0 \
    syn-cell-area_mm2 0.003067 \
    finalHoldViolations 0 \
    critPathBufInv 1 \
    htree_levels 3 \
    num_vias 2846 \
    crit_path_max_incr_delay_ps 500 \
    tool_warnings 77 \
    synth-main-ff-cell "dfrtp_1" \
    wl_um 12100 \
    path_clk_slew_ps 60 \
    avgRoutedWirePerCell_um 15.88 \
]
==> logic make-up (layout without fill, tap and decap cells) <==
| logic type | count (synthesis) | in the layout | share of synthesized area (%) |
|---|---|---|---|
| compound gates | 65 | 65 | 11.14 |
| buf+inv | 27 | 205 | 4.080 |
| flops | 70 | 70 | 57.24 |
| other cells | 1 | 4 | 0.1223 |
| fa+ha+maj | 1 | 1 | 0.4079 |
| simple gates | 139 | 139 | 25.99 |
| mux | 3 | 3 | 1.020 |
==> worst paths after layout <==
check                                start               to  slack [ps]  depth (start not counted)
max                        s_axi_awaddr[0]         timer[0]         310                          6
min                                  rst_n   s_axi_rdata[4]         320                          1
max reg2reg                   s_axi_wready         timer[0]         780                          5
min reg2reg                s_axi_rdata[11]  s_axi_rdata[11]         480                          2
max in group asynchronous            rst_n     s_axi_wready        1970                          2
min in group clk0          s_axi_rdata[11]  s_axi_rdata[11]         480                          2
==> power breakdown <==
group / leakage, nW / internal (W) / switching, W
combinational: 1.24 / 0.000497 / 0.000213
sequential: 0.900 / 0.00114 / 0.000124
clock: 0.152 / 0.000731 / 0.000424
total: 2.29 / 0.00236 / 0.000761
==> per-stage QoR <==
stage               area [um2]  utilization (%)  total power, W  hold slack [ps]  setup WS, ps
floorplan                 3078                -        0.001397            304.4         441.9
global placement          5140            24.30        0.002011            463.1        -31.95
detailed placement        5140            24.30        0.002023            469.9        -39.31
CTS                       5463            25.82        0.003203            351.4         323.6
global route              5463            25.82        0.003335            367.7         255.0
finish                    5463            25.82        0.003126            321.1         311.2
==> cell type report <==
class                      instances  share of cell area [%]
timing repair buffer             184                   33.35
sequential                        70                   32.13
multi-input combinational        212                   21.97
tap                              275                   6.299
clock buffer                       9                   4.123
clock inverter                     7                   1.787
inverter                           5                  0.3436
==> layer usage <==
layer	vias to the layer above	GRT usage, %	part of all wire, %
met5	-	0	0
met4	0	1.145	1.3
met2	137	12.99	44
li1	1393	-	-
met1	1307	11.07	44
met3	9	4.058	11
==> cells in the final DEF, fill, tap and decap left out, types with 2 or more instances in the layout <==
master | Yosys | routed
and2b_1 | 8 | 8
a22o_1 | 2 | 2
bufinv_16 | 0 | 2
nand4_1 | 3 | 3
a31oi_1 | 3 | 3
buf_4 | 6 | 12
nor3b_1 | 2 | 2
inv_1 | 5 | 5
nor2_1 | 5 | 5
a22oi_1 | 2 | 2
nor2b_1 | 42 | 42
nor4bb_1 | 4 | 4
clkbuf_16 | 0 | 9
dfrtp_1 | 67 | 67
o21ai_0 | 58 | 58
dfstp_2 | 3 | 3
nand2_1 | 45 | 44
clkdlybuf4s50_1 | 0 | 171
or2_2 | 2 | 2
or3_1 | 3 | 3
nor4_1 | 9 | 9
nor4b_1 | 2 | 2
nand3_1 | 3 | 3
mux2i_1 | 2 | 2
nor3_1 | 3 | 3
clkinvlp_4 | 0 | 2
conb_1 | 1 | 4
==> flip-flops by register name (all words and copies together), names as in the netlist <==
| signal | count |
|---|---|
| s_axi_rdata | 32 |
| timer | 32 |
| force_safe | 1 |
| s_axi_arready | 1 |
| s_axi_bvalid | 1 |
| s_axi_rvalid | 1 |
| s_axi_wready | 1 |
| safe_state | 1 |
==> worst register-to-register path, delay by kind of cell (launching register included) <==
family	cells	cell delay, ps
DFF	1	540
muxes	1	250
and+or+nand+nor	4	1310
Power and IR drop assume default switching activity.
